==> flow/design.v <==
module memory_unit (
    input wire clk,              
    input wire mem_write,        
    input wire [7:0] address,    
    input wire [31:0] write_data,  
    output reg [31:0] read_data   
);
    reg [31:0] memory [255:0];   
    always @(*) begin
        read_data = memory[address];  
    end
    always @(posedge clk) begin
        if (mem_write) begin
            memory[address] <= write_data;  
        end
    end
endmodule
==> flow/run.sh <==
#!/bin/bash
# OpenROAD 26Q1-2900-gdf79404cd8, Yosys 0.63+post, stock flow scripts
make -C /OpenROAD-flow-scripts/flow DESIGN_CONFIG=/design/flow/config.mk WORK_HOME=/design/flow/orfs finish
==> flow/config.mk <==
export PLATFORM = sky130hd
export DESIGN_NAME = memory_unit
export DESIGN_NICKNAME = memory_unit
export VERILOG_FILES = /design/flow/design.v
export SDC_FILE = /design/flow/constraint.sdc
export NUM_CORES = 4
export LEC_CHECK = 1
export CORE_UTILIZATION = 50
export SYNTH_MEMORY_MAX_BITS = 65536
==> flow/constraint.sdc <==
current_design memory_unit

set clk_period 42.1
set clk_io_pct 0.2

create_clock -name clk0 -period $clk_period [get_ports {clk}]

set non_clock_inputs [all_inputs -no_clocks]
set_input_delay [expr $clk_period * $clk_io_pct] -clock clk0 $non_clock_inputs
set_output_delay [expr $clk_period * $clk_io_pct] -clock clk0 [all_outputs]
==> impl_metrics.yaml <==
# yosys + openroad results
placed_design:
  place.gp.congestion: 0.874
  placed_cell_area_um2: 325000
  hpwlAfterDp_mm: 504
  place_ws_ps: 16250
  port_buffers: 73
power:
  power.share.switching_pct: 21.3
  p_clk_share_pct: 41.6
  combPwrFrac_pct: 4.8
  power_leakage_nw: 107
  internal-power_mw: 13.2
  powerDensity_nw_per_um2: 47.8
  vdd_drop_max_mv: 0.0399
  p_sw_mw: 3.56
  power.share.sequential_pct: 53.6
die:
  fp_util_pct: 50.2
  rows: 288
  core-area_um2: 615000
  io_pins: 74
  die_width_um: 787
  dieArea_um2: 620000
  die_h_um: 787
clock_network:
  cts_setup_buffers: 0
  cts-resized-gates: 0
  cts_tree: "built"
  cts.clk_slew.worst_paths_ps: 60
  cts-root-buf: "clkbuf_16"
  cts.path.max_buffers: 4
  cts_made_buffers: 800
  cts_htree_levels: 6
  cts_sinks: 8192
  cts_hold_buf: 0
yosys:
  netlist_area_um2: 308000
  edf_count: 8192
  async_flop_share_pct: 0
  synthTopCellsByCount: "8192 x edfxtp_1, 2048 x mux4_2, 1024 x a22oi_1"
  synth_top_cell_by_area: "edfxtp_1"
  post_synth_num_cell_types: 21
  avgSynthCellArea_um2: 23.6
  numSynthFlops: 8192
  ys_seq_share_pct: 79.8
  syn_inst: 13100
  top_area_share_pct: 79.8
  ys_cells: 13100
  top_cells_by_area: "edfxtp_1 80%, mux4_2 15%, a22oi_1 2.5%"
  ff_type: "edfxtp_1"
  yosys_warnings: 1
  synth_top_cell_by_count: "edfxtp_1"
  ys_area_um2: 308000
cells_and_area:
  comb_area_um2: 61800
  top_regs: "memory: 8192 flops"
  nFillCells: 42500
  final-seq-area_um2: 246000
  largest_reg_flops: 8192
  drive_gt1_share_pct: 30.1
  area_growth_pct: 13.9
  utilization_pct: 57.1
  regMostFlops: "memory"
  stdcell_area_um2: 351000
worst_setup_path:
  cp_slowest_cell: "o41ai_1"
  crit_required_ps: 33680
  critical_path.startpoint: "address[0]"
  critical_path.cell_chain: "buf_16 -> buf_4 -> buf_12 -> buf_4 -> buf_4 -> buf_4 -> buf_4 -> buf_4 -> mux4_2 -> a22oi_1 -> a21oi_1 -> buf_4 -> o41ai_1 -> buf_4 -> nand4_1 -> clkdlybuf4s50_1"
  startpoint_type: "input port"
  path_max_fanout: 70
  slowest_delay_ps: 890
  arrival_ps: 17210
  crit_type: "input port to output port"
  crit_path_frequent_cell: "buf_4"
  crit_path_end_kind: "output port"
min_path:
  hp-class: "input port to flip-flop"
  hold_end: "memory[186][7]"
  whs_path_depth: 1
  holdCritStartpoint: "write_data[7]"
global_routing:
  grt.overflow.total: 0
  antenna_found_initial: 35
  grt_pass1_wl_mm: 1230
  track_usage_pct: 32.5
  grt_max_degree: 128
  first_global_vias: 166000
route:
  vias: 146000
  routed_via_density: 6.41
  drtIter0Drc: 9150
  drc: 0
  wl_mm: 881
  drt_first_pass_iters: 6
  detail_route.wl_per_cell_um: 38.6
  ant_nets: 0
timing:
  worstMarginPinSlew_ps: 1310
  max_freq_mhz: 39.0
  finalSetupTns_ps: 0
  post-route-period-util_pct: 60.9
  rsz0062_at_grt: "false"
  setup_viol: 0
  hold_slack_ps: 7650
  final_hold_viol_count: 0
  worst_slack_ps: 16470
  finalCriticalPeriod_ps: 25630
  timing.slew.headroom_pct: 11.9
  drv_slew: 0
job:
  warnings: 34
  maxCapViolCount: 0
outcome:
  status: "complete, no violations"
-- power by group through the flow --
stage	sequential (mW)	combinational, mW	clock, mW
5_1_grt	8.99	0.851	7.38
6_report	8.99	0.801	6.97
4_1_cts	8.99	0.804	7.06
-- worst max path at each step --
stage	to	cells past startpoint
final	read_data[12]	16
after global routing	read_data[12]	16
after CTS	read_data[12]	16
-- cells in the final DEF, fill, tap and decap left out, types with 47 or more instances in the layout --
master        n
buf_4       828
clkbuf_1    164
mux4_2     2048
edfxtp_1   8192
o41ai_2      76
diode_2      47
clkbuf_16   809
clkinv_1    209
a21oi_1     511
a22oi_1    1024
clkinv_2    143
bufinv_16    69
nor2_4      228
-- stage by stage --
step                      power (mW)  instances
final                           16.8      22800
after global routing            17.2      22800
after CTS                       16.9      22800
after detailed placement        9.97      21300
after global placement          9.95      21300
after floorplan                 9.54      13100
-- critical path, delay by kind of cell --
family | cells | cell delay (ps)
buffers and inverters | 11 | 5920
AND/OR/NAND/NOR | 1 | 520
AND-OR/OR-AND | 3 | 1350
multiplexers | 1 | 600
-- cells by family after synthesis --
| group | after synthesis | synth area share (%) |
|---|---|---|
| buffers and inverters | 797 | 1.09 |
| flip-flops | 8192 | 79.8 |
| AND/OR/NAND/NOR | 354 | 0.490 |
| multiplexers | 2048 | 15.0 |
| AND-OR/OR-AND | 1664 | 3.69 |
-- metal layers --
metal	share of wire (%)	vias up	global-route usage (%)	wire [µm]
li1	-	58800	-	-
met4	5.4	85	12.4	47900
met3	22	1662	31.8	197000
met1	26	73200	34.2	228000
met5	0.50	-	4.36	4390
met2	46	12600	44.3	404000
-- cell type report --
cell class / count / share of cell area, %
timing repair buffer: 918 / 2.13
clock buffer: 973 / 5.94
clock inverter: 496 / 1.34
inverter: 1 / 0.00107
tap: 8120 / 2.89
antenna: 47 / 0.0335
sequential: 8192 / 70.1
multi-input combinational: 4066 / 17.6
Power figures rest on the tool's default switching activity, not on a simulated workload.
