## /design/flow/config.mk

```make
export PLATFORM = sky130hd
export DESIGN_NAME = Fetch_Unit
export DESIGN_NICKNAME = Fetch_Unit
export VERILOG_FILES = /design/flow/design.v
export SDC_FILE = /design/flow/constraint.sdc
export NUM_CORES = 4
export LEC_CHECK = 1
export CORE_AREA = 10 10 108 108
export DIE_AREA = 0 0 118 118
export SYNTH_MEMORY_MAX_BITS = 65536
```

## /design/flow/constraint.sdc

```tcl
current_design Fetch_Unit

set clk_period 4.9
set clk_io_pct 0.2

create_clock -name clk0 -period $clk_period [get_ports {clk}]

set non_clock_inputs [all_inputs -no_clocks]
set_input_delay [expr $clk_period * $clk_io_pct] -clock clk0 $non_clock_inputs
set_output_delay [expr $clk_period * $clk_io_pct] -clock clk0 [all_outputs]
```

## /design/flow/design.v

```verilog
module Fetch_Unit (
    input clk,                   
    input reset,                 
    output [31:0] instruction,   
    output [31:0] pc_out         
);
    reg [31:0] PC;               
    reg [31:0] Instruction_Memory [0:255];   
    always @(posedge clk or posedge reset) begin
        if (reset)
            PC <= 32'b0;          
        else
            PC <= PC + 4;         
    end
    assign instruction = Instruction_Memory[PC >> 2];   
    assign pc_out = PC;         
endmodule
```

## /design/flow/run.sh

```bash
#!/bin/bash
# OpenROAD 26Q1-2900-gdf79404cd8, Yosys 0.63+post, stock flow scripts
make -C /OpenROAD-flow-scripts/flow DESIGN_CONFIG=/design/flow/config.mk WORK_HOME=/design/flow/orfs finish
```

==> flow_metrics.env <==
# implementation run metrics
export IMPL_cp_slowest_cell="clkdlybuf4s50_1"
export IMPL_cts_path_max_buffers=2
export IMPL_syn_to_final_growth_pct=27.81
export IMPL_synth_stat_cells=147
export IMPL_crit_cells=1
export IMPL_synth_cell_types=20
export IMPL_finalSetupTns_ps=0
export IMPL_p_sw_frac=0.2078
export IMPL_first_pass_iters=4
export IMPL_antennaDiodeCount=0
export IMPL_hpwl_microns=2855
export IMPL_yosys_warnings=1
export IMPL_fp_util=0.1701
export IMPL_path_cells="clkdlybuf4s50_1"
export IMPL_grt_pass1_wl_microns=5775
export IMPL_topCellsByArea="dfrtp_1 (48%), buf_4 (16%), xnor2_1 (12%)"
export IMPL_die_h_microns=118
export IMPL_fin_crit_ps=2246
export IMPL_largest_reg_flops=30
export IMPL_start_kind="flop"
export IMPL_instances_no_fill=315
export IMPL_globalRoute_totalOverflow=0
export IMPL_worstPathRequired_ps=3920
export IMPL_fill_cells=1047
export IMPL_tightest_slew_ps=541.2
export IMPL_crit_fanout=7
export IMPL_warning_count=25
export IMPL_avgSynthCellArea_sq_um=10.74
export IMPL_finClkSkew_ps=4.877
export IMPL_vias=1016
export IMPL_first_iter_violations=27
export IMPL_p_switching_mw=0.09498
export IMPL_hold_viol_final=0
export IMPL_arrival_ps=1270
export IMPL_clkPwrFrac=0.441
export IMPL_vias_per_cell=3.225
export IMPL_power_total_mw=0.4571
export IMPL_num_io_pins=66
export IMPL_max_slew_margin=0.6365
export IMPL_rsz0062_at_grt="false"
export IMPL_p_leak_nw=0.9125
export IMPL_top_cell_area_share=0.4754
export IMPL_cts_root_buf="clkbuf_8"
export IMPL_max_stage_delay_ps=530
export IMPL_logic_area_sq_um=685.7
export IMPL_holdBufCountCts=0
export IMPL_seqPwrFrac=0.542
export IMPL_min_period_over_period=0.4584
export IMPL_antenna_found_initial=0
export IMPL_hold_depth=1
export IMPL_wl_per_cell_microns=11.44
export IMPL_routed_wl_microns=3604
export IMPL_fp_dieW_microns=118
export IMPL_ant_nets=0
export IMPL_largestRegisters="PC: 30 flops"
export IMPL_maxCapViolations=0
export IMPL_ir_drop_mv=0.08088
export IMPL_clock_latency_ps=270
export IMPL_setup_violations=0
export IMPL_cts_made_buffers=5
export IMPL_ys_ff=30
export IMPL_ys_area_sq_mm=0.001579
export IMPL_share_comb_of_total_power=0.017
export IMPL_flop_area_sq_um=750.7
export IMPL_dp_cells=307
export IMPL_hold_path_class="flop to flop"
export IMPL_cts_tree="built"
export IMPL_post_cts_buffers=0
export IMPL_yosysTopAreaCell="dfrtp_1"
export IMPL_fmax_ghz=0.4452
export IMPL_synth_cell_area_sq_mm=0.001579
export IMPL_path_buffers=1
export IMPL_path_clk_slew_ps=60
export IMPL_path_delay_family="buffers and inverters"
export IMPL_grt_max_degree=31
export IMPL_powerDensity_mw_per_mm2=226.5
export IMPL_final_common_cell="conb_1"
export IMPL_track_usage=0.04916
export IMPL_reg2reg_depth=5
export IMPL_chip_area_sq_mm=0.01392
export IMPL_drive_gt1_frac=0.08065
export IMPL_io_buffers=31
export IMPL_cts_sinks=30
export IMPL_h_tree_depth=2
export IMPL_grt_pass1_vias=1053
export IMPL_drc=0
export IMPL_maxSlewViolCount=0
export IMPL_synthCells=147
export IMPL_p_int_mw=0.3621
export IMPL_gp_congestion=0.7296
export IMPL_synth_seq_area_share=0.4754
export IMPL_regMostFlops="PC"
export IMPL_run_status="finished clean"
export IMPL_final_cell_mix="conb_1 (34), clkdlybuf4s50_1 (31), dfrtp_1 (30)"
export IMPL_cts_resized=0
export IMPL_rows=35
export IMPL_cp_end_kind="primary output"
export IMPL_crit_type="flop to primary output"
export IMPL_core_sq_mm=0.009284
## power by group through the flow
| stage | sequential [mW] | combinational [mW] | clock [mW] |
|---|---|---|---|
| CTS | 0.248 | 0.00922 | 0.210 |
| global route | 0.247 | 0.0104 | 0.223 |
| finish | 0.248 | 0.00764 | 0.202 |
## cells by family (layout without fill, tap and decap cells)
group                      count (synthesis)  count (layout)  share of synthesized area
and+or+nand+nor                           50              50                     0.1902
buffers and inverters                     37              43                     0.1688
DFF                                       30              30                     0.4754
xor gates and xnor gates                  28              28                     0.1553
adders and majority gates                  1               1                   0.007923
other                                      1              34                   0.002375
## cells in the mapped netlist (all sizes together)
master / instances
nand2: 10
xor2: 7
nor2: 7
nand3: 11
and4: 2
buf: 34
nor4: 2
and3: 2
ha: 1
conb: 1
dfrtp: 30
inv: 3
nor3: 3
xnor2: 21
and2: 1
nand4: 10
or2: 2
## worst paths after layout
path | end | start | slack (ps)
max in group asynchronous | PC[6]$_DFF_PP0_ | reset | 3540
max | pc_out[16] | PC[16]$_DFF_PP0_ | 2650
max reg2reg | PC[28]$_DFF_PP0_ | PC[3]$_DFF_PP0_ | 3110
min | PC[31]$_DFF_PP0_ | PC[31]$_DFF_PP0_ | 470
min reg2reg | PC[31]$_DFF_PP0_ | PC[31]$_DFF_PP0_ | 470
min in group asynchronous | PC[26]$_DFF_PP0_ | reset | 1080
## area by class of cell
cell class | count | share of cell area
clock buffers | 7 | 0.04278
inverters | 3 | 0.005580
multi-input cells | 113 | 0.3397
repair buffers | 32 | 0.1575
clock inverters | 1 | 0.002480
well taps | 129 | 0.07998
flip-flops and latches | 30 | 0.3720
## stage by stage
| step | util | instance area, sq um | setup WS, ps | hold slack (ps) |
|---|---|---|---|---|
| after CTS | 0.2174 | 2018 | 2628 | 482.1 |
| after detailed placement | 0.2075 | 1927 | 2943 | 473.5 |
| final | 0.2174 | 2018 | 2654 | 474.0 |
| after floorplan | - | 1703 | 3286 | 424.6 |
| after global routing | 0.2174 | 2018 | 2565 | 511.6 |
| after global placement | 0.2075 | 1927 | 2939 | 463.0 |
## routing by layer
metal  vias to the layer above  global-route usage  wire [microns]
met5                         -                   0               0
met4                         0            0.007728              34
met3                         2             0.01847             221
met2                        34             0.07343            1644
met1                       484             0.06756            1704
li1                        496                   -               -
Power and IR drop assume default switching activity.
