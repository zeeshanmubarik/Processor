$ cat /design/flow/config.mk
export PLATFORM = sky130hd
export DESIGN_NAME = register_file
export DESIGN_NICKNAME = register_file
export VERILOG_FILES = /design/flow/design.v
export SDC_FILE = /design/flow/constraint.sdc
export NUM_CORES = 4
export LEC_CHECK = 1
export CORE_UTILIZATION = 50
$ cat /design/flow/design.v
module register_file (
    input wire clk,                
    input wire reg_write,          
    input wire [4:0] read_reg1,    
    input wire [4:0] read_reg2,    
    input wire [4:0] write_reg,     
    input wire [31:0] write_data,   
    output reg [31:0] read_data1,   
    output reg [31:0] read_data2    
);
    reg [31:0] registers [31:0];    
    always @(*) begin
        read_data1 = registers[read_reg1];
        read_data2 = registers[read_reg2];
    end
    always @(posedge clk) begin
        if (reg_write) 
            registers[write_reg] <= write_data;  
    end
endmodule
$ cat /design/flow/constraint.sdc
current_design register_file

set clk_period 5.1
set clk_io_pct 0.2

create_clock -name clk0 -period $clk_period [get_ports {clk}]

set non_clock_inputs [all_inputs -no_clocks]
set_input_delay [expr $clk_period * $clk_io_pct] -clock clk0 $non_clock_inputs
set_output_delay [expr $clk_period * $clk_io_pct] -clock clk0 [all_outputs]
$ cat /design/flow/run.sh
#!/bin/bash
# OpenROAD 26Q1-2900-gdf79404cd8, Yosys 0.63+post, stock flow scripts
make -C /OpenROAD-flow-scripts/flow DESIGN_CONFIG=/design/flow/config.mk WORK_HOME=/design/flow/orfs finish
==> flow_summary.ini <==
; yosys + openroad results
[status]
status = completed

[floorplanning]
die_y_um = 314
die_w_um = 314
floorplan.core_util = 0.505
io_pins = 113
core-area_um2 = 96700
num_rows = 114
dieArea_um2 = 98800

[setup_path]
required_ns = 4.08
cp_slowest_cell = clkdlybuf4s50_1
arrival_ns = 3.86
crit_buf_inv = 3
worstSetupStartpointType = input pin
path_class = input pin to primary output
cp_max_fo = 41
crit_family = buffers and inverters
cp-end-kind = primary output
cp_num_cells = 8
crit_chain = clkdlybuf4s50_1 -> nor2b_4 -> buf_12 -> a22o_1 -> nor3_1 -> a31oi_1 -> nand3_1 -> clkdlybuf4s50_1
crit_path_frequent_cell = clkdlybuf4s50_1
cpPeakStageDelay_ns = 0.62

[logic_synthesis]
synth_area_um2 = 48800
topCombFamilyByArea = multiplexers
ys_seq_frac = 0.630
ys.flops = 1024
top_area_frac = 0.630
ys_sh_adder = 0
avgSynthCellArea_um2 = 14.4
area_leaders = edfxtp_1 (63%), mux2i_1 (21%), a22oi_1 (3.0%)
synth_cells = 3386
ys_sh_simple = 0.0471
ys_chip_area_um2 = 48800
xor_share = 0
yosysTopAreaCell = edfxtp_1
mux_share = 0.210
yosys_cells = 3386
synth.distinct_cells = 23
ys_warn_count = 1
synthAoiAreaFrac = 0.0804

[final_layout]
largest_reg_flops = 1024
reg_top3 = registers: 1024 flops
n_fill_cell = 7190
layout-drive-gt1-share = 0.114
regArea_um2 = 30700
most-common-layout-cells = mux2i_1 (1024), edfxtp_1 (1024), nand3_1 (194)
comb_area_um2 = 16800
area_delta_synth_final_pct = 14.9
top_register = registers

[final_timing]
finalHoldViolCount = 0
holdWs_ns = 1.14
fmax_ghz = 0.205
finalSetupViolCount = 0
maxSlewViolCount = 0
slew_headroom = 0.400
rsz0062_at_grt = false
fin_ws_ns = 0.220
fin_crit_ns = 4.88
max_slew.worst_pin.slew_ns = 0.898
fin_crit_sh = 0.957
fin_tns_setup_ns = 0

[clocking]
cts_sinks = 1024
cts_resized = 0
cts_max_path_buffers = 3
ctsRootBufferMaster = clkbuf_16
clkSlewWorstSetupHoldPaths_ns = 0.06
post_cts_buffers = 0
htreeDepth = 3
cts_hold_buf = 0
cts_tree = built
cts_buffers = 107

[global_route]
grt_pass1_vias = 32921
antenna_found_initial = 5
grt_max_degree = 76
grt_pass1_wl_um = 222000
grt_overflow_total = 0
track_usage = 0.344

[pwr]
clockPowerShare = 0.406
p_int_w = 0.0146
powerDensity_nw_per_um2 = 337
p_comb_frac = 0.097
power.leakage_nw = 20.8
power_switching_w = 0.00435
pwr-share-seq = 0.497
switching_share = 0.230
ir_worst_vdd_mv = 0.330
power.total_w = 0.0189

[run]
tool_warnings = 26
maxCapViolations = 0

[min_path]
hp-class = input pin to flip-flop
hold_depth = 2

[placement]
dp_hpwl_um = 90900
io_buffers = 112
gp_congestion = 0.909
dp_worst_setup_slack_ns = 0.282

[drt]
first_iter_violations = 2348
via_per_inst = 6.39
vias = 31480
wire_per_inst_um = 31.2
wirelength_um = 154000
ant_nets = 0
drc = 0
first_pass_iters = 6
[cell usage after synthesis (all sizes together)]
cell,number
and2,2
nand2,195
a21oi,192
a22oi,192
nand3,194
nand3b,5
or3,1
a31oi,64
clkbuf,90
nor2b,4
edfxtp,1024
nor2,35
nor3,64
or2,2
mux2i,1024
a22o,128
buf,163
or3b,3
nand2b,4
[per-layer routing]
metal,GRT usage,up-vias,wire length (um),share of wire
li1,-,13770,-,-
met1,0.463,15403,54200,0.35
met2,0.488,1989,70000,0.46
met3,0.228,310,24700,0.16
met4,0.0852,8,4690,0.030
met5,0.0116,-,133,0.00087
[power by group through the flow]
| stage | clock (W) | combinational, W | sequential (W) |
|---|---|---|---|
| after CTS | 0.00776 | 0.00182 | 0.00941 |
| final | 0.00768 | 0.00184 | 0.00941 |
| after global routing | 0.00809 | 0.00194 | 0.00941 |
[area by class of cell]
class                      instances  share of cell area
antenna                            1           0.0000446
clock buffer                     127              0.0498
clock inverter                    63              0.0112
multi-input combinational       2109               0.299
sequential                      1024               0.548
tap                             1276              0.0285
timing repair buffer             324              0.0628
[cell families (layout without fill, tap and decap cells)]
kind of cell,after synthesis,after routing
compound gates,576,576
buf+inv,253,514
flops,1024,1024
mux,1024,1024
other cells,0,1
simple gates,509,509
[final timing paths]
check / startpoint / endpoint / slack, ns
max: read_reg2[2] / read_data2[15] / 0.22
min: write_data[28] / registers[2][28] / 1.14
[metrics by stage]
stage	instances	area [um2]	util
2_1_floorplan	3386	48800	-
3_3_place_gp	4733	52600	0.544
3_5_place_dp	4733	52600	0.544
4_1_cts	4923	56100	0.580
5_1_grt	4923	56100	0.580
6_report	4924	56100	0.580
Power and IR drop assume default switching activity.
